**/design/flow/run.sh**
```bash
#!/bin/bash
# OpenROAD 26Q1-2900-gdf79404cd8, Yosys 0.63+post, stock flow scripts
make -C /OpenROAD-flow-scripts/flow DESIGN_CONFIG=/design/flow/config.mk WORK_HOME=/design/flow/orfs finish
```
**/design/flow/config.mk**
```make
export PLATFORM = sky130hd
export DESIGN_NAME = regFile
export DESIGN_NICKNAME = regFile
export VERILOG_FILES = /design/flow/design.v
export SDC_FILE = /design/flow/constraint.sdc
export NUM_CORES = 4
export LEC_CHECK = 1
export CORE_UTILIZATION = 50
```
**/design/flow/constraint.sdc**
```tcl
current_design regFile

set clk_period 6.4
set clk_io_pct 0.2

create_clock -name clk0 -period $clk_period [get_ports {clk}]

set non_clock_inputs [all_inputs -no_clocks]
set_input_delay [expr $clk_period * $clk_io_pct] -clock clk0 $non_clock_inputs
set_output_delay [expr $clk_period * $clk_io_pct] -clock clk0 [all_outputs]
```
**/design/flow/design.v**
```verilog
module regFile (R_data1, R_data2, W_data, W_addr, R_addr1, R_addr2, RegWrite, t0, t1, t2, t3, t4, t5, t6, t7, s0, s1, s2, s3, s4, s5, s6, s7, clk);
   parameter width = 32;
   parameter addr_width = 5;
   parameter number = 2**addr_width;  
   output [width-1:0] R_data1, R_data2;
   input [width-1:0]  W_data;
   input [addr_width-1:0] W_addr, R_addr1, R_addr2;
   input                  RegWrite, clk;
   output [width-1:0]       t0, t1, t2, t3, t4, t5, t6, t7, s0, s1, s2, s3, s4, s5, s6, s7;
   reg [width-1:0]    memory [number-1:0];
   initial begin
      memory[31] = 0;
      memory[30] = 0;
      memory[29] = 0;
      memory[28] = 0;
      memory[27] = 0;
      memory[26] = 0;
      memory[25] = 0;
      memory[24] = 0;
      memory[23] = 0;
      memory[22] = 0;
      memory[21] = 0;
      memory[20] = 0;
      memory[19] = 0;
      memory[18] = 0;
      memory[17] = 0;
      memory[16] = 0;
      memory[15] = 0;
      memory[14] = 0;
      memory[13] = 0;
      memory[12] = 0;
      memory[11] = 0;
      memory[10] = 0;
      memory[9] = 0;
      memory[8] = 0;
      memory[7] = 0;
      memory[6] = 0;
      memory[5] = 0;
      memory[4] = 0;
      memory[3] = 0;
      memory[2] = 0;
      memory[1] = 0;
      memory[0] = 0;
   end
   assign t0 = memory[8];
   assign t1 = memory[9];
   assign t2 = memory[10];
   assign t3 = memory[11];
   assign t4 = memory[12];
   assign t5 = memory[13];
   assign t6 = memory[14];
   assign t7 = memory[15];
   assign s0 = memory[16];
   assign s1 = memory[17];
   assign s2 = memory[18];
   assign s3 = memory[19];
   assign s4 = memory[20];
   assign s5 = memory[21];
   assign s6 = memory[22];
   assign s7 = memory[23];
	assign R_data1 = memory[R_addr1];
	assign R_data2 = memory[R_addr2];
   always @(negedge clk) begin
      if (RegWrite == 1'b1 && W_addr != 5'd0) memory[W_addr] = W_data;
		else ;
   end
endmodule
```
==> results.yml <==
# synthesis and place-and-route metrics
timing:
  hold_viol: 0
  tightest_slew_ns: 0.929
  setup_viol: 64
  report.final.slew_viol_count: 0
  slew_headroom: 0.380
  setup_ws_ns: -0.349
  rsz0062_at_grt: "true"
die:
  num_rows: 114
  dieArea_mm2: 0.0988
  die_w_um: 314
  coreArea_mm2: 0.0967
  io_pins: 625
  die_h_um: 314
  fp_util: 0.504
synth:
  synth_cells: 3387
  ys_top_cells_by_area: "edfxtp_1 (63%), mux2i_1 (21%), a22oi_1 (3.0%), a22o_1 (2.3%), nand3_1 (2.0%)"
  yosysWarnings: 1
  synth_area_per_cell_um2: 14.4
  synth_stat.cells: 3387
  synth_top_area_share: 0.631
  synth-edff-count: 1024
  synth-seq-cells: 1024
  ys_types: 25
  ff_type: "edfxtp_1"
  synth_seq_share: 0.631
  synth_top_cell_by_area: "edfxtp_1"
  ys_chip_area_mm2: 0.0488
  synthArstFlopShare: 0
  syn_area_mm2: 0.0488
run_status:
  status: "complete, but fails checks"
  violations: "negative setup slack"
power:
  power_leakage_nw: 29.6
  vdd_drop_max_v: 0.000271
  power.density_mw_per_mm2: 280
cts:
  cts_buffers: 117
  clock-sinks: 1024
  cts_tree: "yes"
  htree_levels: 3
  cts_buffer_depth: 3
  clkTransAtPathRegs_ns: 0.04
  root_buffer: "clkbuf_16"
global_routing:
  track_usage: 0.402
  grt_pass1_vias: 42400
  grt_pass1_wl_mm: 261
  grt_max_degree: 87
  antenna_found_initial: 2
  grt-ovfl-total: 0
flow_run:
  max-cap-violations: 0
  warnings: 1031
detailed_routing:
  drt-total-wl_mm: 183
  firstDrtPassIters: 8
  first_iter_violations: 2662
  num_vias: 38600
  drcViolationCount: 0
  drt-wirelength-per-cell_um: 27.6
  detail-route-antenna-nets: 0
  vias_per_cell: 5.83
worst_setup_path:
  cp_data_arrival_time_ns: 5.47
  start_kind: "flip-flop"
  crit_path_cell_trace: "buf_4, mux2i_1, a22o_1, nor3_4, a31oi_4, nand3_2, buf_2"
  end_kind: "output pin"
  crit_slowest_cell: "edfxtp_1"
  crit_required_ns: 5.12
  cpPeakStageDelay_ns: 0.40
  crit_fanout: 2
  setup.worst_path.class: "reg2out"
worst_hold_path:
  hold_class: "in2out"
final_layout:
  fill_cells: 6101
  fin_util: 0.702
  comb_area_mm2: 0.0182
  largest_reg_flops: 1024
  regArea_mm2: 0.0307
  drive_above_1_share: 0.150
  area_growth_pct: 39.2
  finalNonFillerCells: 6618
placed_design:
  portBuffers: 624
  hpwl_mm: 116
  gp_congestion: 1.00
  place_inst: 5337
  pre_cts_slack_ns: -0.157
[report_power, final]
part	total (W)	internal, W	switching (W)	leakage, nW
logic	0.00167	0.000651	0.00102	12.9
clock network	0.00970	0.00533	0.00436	7.48
registers	0.00760	0.00754	0.0000582	9.25
[what timing repair did]
action                     in CTS  in global routing
pin swaps                     164                 91
gates resized                 423                 33
setup buffers                  62                  9
hold endpoints to repair        0                  0
hold buffers                    0                  0
setup endpoints to repair      65                 66
gates cloned                    0                  0
[critical path: cells and delay by family (launching register included)]
family	cells	cell delay, ns
AND/OR/NAND/NOR	2	0.20
buffers and inverters	2	0.28
multiplexers	1	0.17
AND-OR/OR-AND	2	0.51
flip-flops	1	0.40
[layout by cell type (no fill, tap or decap), types with 5 or more instances in the layout]
master	netlist	final
a31oi_4	0	23
nand3_1	194	126
clkinvlp_2	0	29
conb_1	1	32
a22oi_1	192	181
a31oi_2	0	5
buf_12	0	69
nand3_2	0	54
nor2_4	0	33
bufinv_16	0	27
nand2_1	195	193
edfxtp_1	1024	1024
inv_4	0	9
clkdlybuf4s50_1	0	553
buf_6	37	24
nor3_1	64	6
a21oi_1	192	192
nor3_2	0	38
nand3b_1	5	5
a22oi_2	0	11
buf_4	52	237
clkbuf_16	0	121
nor3_4	0	20
a22o_1	128	128
buf_2	79	58
a31oi_1	64	36
inv_1	1	1041
mux2i_1	1024	1018
nand3_4	0	14
[path summary, 6_finish.rpt]
path / from / endpoint / slack, ns / cells past startpoint
min: R_addr1[1] / R_data1[13] / 3.43 / 6
max: memory[7][10]$_DFFE_NP_ / R_data2[10] / -0.35 / 7
[area by class of cell]
cell class              instances  area share
diodes                          1   0.0000369
clock buffers                 121      0.0446
clock inverters              1110      0.0731
multi-input cells            2140       0.268
flip-flops and latches       1024       0.453
well taps                    1276      0.0235
repair buffers                946       0.137
[logic make-up (layout without fill, tap and decap cells)]
kind of cell	after synthesis	in the layout	share of synthesized area
AND-OR/OR-AND	576	576	0.0805
other	1	33	0.0000769
multiplexers	1024	1024	0.210
flip-flops	1024	1024	0.631
buffers and inverters	254	2177	0.0316
AND/OR/NAND/NOR	508	508	0.0471
[cell usage after synthesis (37+ instances only)]
master	number
nand3_1	194
mux2i_1	1024
a22o_1	128
buf_6	37
edfxtp_1	1024
clkbuf_1	74
a31oi_1	64
buf_4	52
buf_2	79
a21oi_1	192
nand2_1	195
a22oi_1	192
nor3_1	64
[stage by stage]
step | hold slack [ns] | area, um2 | setup TNS (ns) | total power (W)
after floorplan | 2.82 | 48900 | -208.64 | 0.00938
after global placement | 3.82 | 58400 | -12.75 | 0.0102
after detailed placement | 3.81 | 58400 | -17.81 | 0.0102
after CTS | 3.41 | 67700 | -11.05 | 0.0191
after global routing | 3.44 | 67900 | -16.38 | 0.0200
final | 3.43 | 67900 | -10.44 | 0.0190
[per-layer routing]
metal | routed length [um] | GRT usage | up-vias
li1 | - | - | 17100
met1 | 61700 | 0.494 | 18300
met2 | 80700 | 0.530 | 2746
met3 | 34000 | 0.337 | 342
met4 | 5010 | 0.141 | 18
met5 | 1050 | 0.0774 | -
Power and IR drop assume default switching activity.
