$ cat /design/flow/config.mk
export PLATFORM = sky130hd
export DESIGN_NAME = IMEM
export DESIGN_NICKNAME = IMEM
export VERILOG_FILES = /design/flow/design.v
export SDC_FILE = /design/flow/constraint.sdc
export NUM_CORES = 4
export LEC_CHECK = 1
export CORE_AREA = 10 10 73 73
export DIE_AREA = 0 0 83 83
$ cat /design/flow/constraint.sdc
current_design IMEM

set clk_period 3.0
set clk_io_pct 0.2

create_clock -name clk0 -period $clk_period

set non_clock_inputs [all_inputs -no_clocks]
set_input_delay [expr $clk_period * $clk_io_pct] -clock clk0 $non_clock_inputs
set_output_delay [expr $clk_period * $clk_io_pct] -clock clk0 [all_outputs]
$ cat /design/flow/design.v
module IMEM(addr, data);
   parameter addrsize = 7;  
   parameter number = 2**addrsize;
   input [addrsize-1:0] addr;
   output [31:0]    data;
   reg [31:0]           memory [29:0];  
   initial begin
      memory[0] = 32'b00100000000010000000000000100000;  
      memory[1] = 32'b00100000000010010000000000110111;  
      memory[2] = 32'b00000001000010011000000000100100;  
      memory[3] = 32'b00000001000010011000000000100101;  
      memory[4] = 32'b10101100000100000000000000000100;  
      memory[5] = 32'b10101100000010000000000000001000;  
      memory[6] = 32'b00000001000010011000100000100000;  
      memory[7] = 32'b00000001000010011001000000100010;  
      memory[8] = 32'b00010010001100100000000000001001;  
      memory[9] = 32'b10001100000100010000000000000100;  
      memory[10]= 32'b00110010001100100000000001001000;  
      memory[11] =32'b00010010001100100000000000001001;  
      memory[12] =32'b10001100000100110000000000001000;  
      memory[13] =32'b00010010000100110000000000001010;  
      memory[14] =32'b00000010010100011010000000101010;  
      memory[15] =32'b00010010100000000000000000001111;  
      memory[16] =32'b00000010001000001001000000100000;  
      memory[17] =32'b00001000000000000000000000001110;  
      memory[18] =32'b00100000000010000000000000000000;  
      memory[19] =32'b00100000000010010000000000000000;  
      memory[20] =32'b00001000000000000000000000011111;  
      memory[21] =32'b00100000000010000000000000000001;  
      memory[22] =32'b00100000000010010000000000000001;  
      memory[23] =32'b00001000000000000000000000011111;  
      memory[24] =32'b00100000000010000000000000000010;  
      memory[25] =32'b00100000000010010000000000000010;  
      memory[26] =32'b00001000000000000000000000011111;  
      memory[27] =32'b00100000000010000000000000000011;  
      memory[28] =32'b00100000000010010000000000000011;  
      memory[29] =32'b00001000000000000000000000011111;  
   end  
   assign data = memory[addr[addrsize-1:2]][31:0];  
endmodule  
$ cat /design/flow/run.sh
#!/bin/bash
# OpenROAD 26Q1-2900-gdf79404cd8, Yosys 0.63+post, stock flow scripts
make -C /OpenROAD-flow-scripts/flow DESIGN_CONFIG=/design/flow/config.mk WORK_HOME=/design/flow/orfs finish
==> summary.txt <==
Critical Path RT - 2400 ps
Fraction of layout cells with a size suffix above 1 - 0.293
Flip-flops - 0
Final setup viols - 0
Drt pass-1 iters - 4
Top cells by count, synth - 10 x buf_4, 10 x nand2_1, 9 x nor2_1
Comb power frac - 1.000
Layout fillers - 419
Routed WL per cell - 12.9 um
Post-Layout Cell Count - 195
Cell area after synthesis - 762 um^2
Area delta synth->final - 65.0%
Synth Area per Inst - 7.19 um^2
Pins Over Slew Limit - 0
Power per cell area - 133 nW/um^2
GR Util met1 - 0.0904
Final Hold Vio Count - 0
GRT met2 Usage - 0.115
Num rows - 22
Register area - 0 um^2
Crit Path Category - in -> out
Max_cap viols - 0
Cell type with the largest total area - ha_1
Peak VDD IR - 61.7 uV
Top cell area share - 0.131
Unrepaired setup endpoints after global routing - no
Core Area - 3740 um^2
Startpoint types - input port
OpenROAD warning count - 41
Clock buffer cells - 0
Diode count - 0
Total Wirelength - 2.52 mm
Crit-path cells - clkdlybuf4s50_1 -> buf_12 -> nand2b_1 -> o22a_1 -> nor2_1 -> clkdlybuf4s50_1
IO Pins - 39
Iteration-0 DRC Markers - 62
CP dominant cell by count - clkdlybuf4s50_1
Syn Inst Count - 106
First-pass GRT wire length - 4.16 mm
Slack of the critical path - 91.0 ps
Die area - 6890 um^2
Die H - 83 um
Critical Path Fanout Max - 22
Switching power - 0.0688 mW
Post-DP HPWL - 2.01 mm
Placed cell count - 194
YS warnings - 1
Routed Antenna Nets - 0
Hold WC Path Type - in -> out
Clk pwr share - 0
Lkg Pwr - 0.556 nW
Antenna violations before repair - 0
Vias - 839
Yosys chip area - 762 um^2
Switching Fraction - 0.411
Slowest cell on crit path - clkdlybuf4s50_1
Cell Type Count - 36
Flop pwr share - 0
Setup slack at placement - -155 ps
Port Buffers - 30
Met3 GRT Util - 0.0128
Outcome - completed
GRT Total Usage - 0.0678
Top area cells in the synthesized netlist - ha_1 13%, buf_4 9.9%, buf_6 5.9%, mux2_4 5.9%, nand2_1 4.9%
Yosys stat cell total - 106
Final Power - 0.167 mW
Largest net degree at the start of global routing - 23
CP endpoint kind - output pin
Worst Path Arrival - 2310 ps
Sequential fraction of the synthesis area - 0
Achievable Freq - 0.344 GHz
Vias/cell - 4.30
DRC - 0
Die width - 83 um
Vias in the first global route - 841
Fp util - 0.204
Crit path time final - 2910 ps
Tcrit/Tclk final - 0.970
P_int - 0.0985 mW
Max incr delay on CP - 480 ps
Grt ovf - 0
GRT busiest layer - met2
Gpl congestion - 0.856
placed cells by master (no fill, tap or decap), types with 3 or more instances in the layout:
master / n
conb_1: 7
a2bb2oi_1: 3
nor2b_1: 4
a21oi_1: 5
nand2_1: 10
o21ai_1: 5
inv_2: 3
nor2_1: 8
clkdlybuf4s50_1: 23
inv_1: 3
nand2b_1: 5
o211ai_1: 3
dlygate4sd2_1: 5
buf_4: 19
ha_1: 4
mux2_4: 3
cells by family (layout without fill, tap and decap cells):
kind of cell,count (synthesis),count (layout),share of synthesized area
AND/OR/NAND/NOR,40,40,0.278
AND-OR/OR-AND,30,30,0.299
buffers and inverters,22,57,0.200
adder cells (fa/ha/maj),8,8,0.131
multiplexers,5,5,0.0870
other,1,7,0.00492
cell type report:
cell class,count,area (um^2),share of cell area
repair buffers,51,482,0.383
well taps,48,60.1,0.0478
inverters,6,22.5,0.0179
multi-input cells,90,693,0.551
metrics by stage:
| stage | area [um^2] | util | hold WS, ps | setup TNS [ps] |
|---|---|---|---|---|
| final | 1260 | 0.336 | 2000 | 0 |
| after global routing | 1260 | 0.336 | 2050 | 0 |
| after CTS | 1230 | 0.330 | 2130 | 0 |
| after detailed placement | 1190 | 0.318 | 2330 | -1130 |
| after global placement | 1190 | 0.318 | 2340 | -1250 |
| after floorplan | 785 | - | 1230 | 0 |
power by group through the flow:
stage	sequential, mW	combinational [mW]	clock (mW)
global route	0	0.186	0
finish	0	0.167	0
CTS	0	0.168	0
worst max-delay path, delay by kind of cell:
| family | cells | cell delay (ps) |
|---|---|---|
| and+or+nand+nor | 2 | 350 |
| AOI/OAI and AO/OA | 1 | 260 |
| buffers and inverters | 3 | 1090 |
metal layers:
| layer | vias up | share of wire |
|---|---|---|
| met2 | 22 | 0.47 |
| met3 | 0 | 0.047 |
| met1 | 376 | 0.48 |
| met5 | - | 0 |
| li1 | 441 | - |
| met4 | 0 | 0 |
worst paths after layout:
kind	startpoint	to	depth (start not counted)	slack [ps]
setup / recovery	addr[6]	data[21]	6	90
hold / removal	addr[3]	data[17]	4	2000
what timing repair did:
item,in CTS,in global routing
hold buffers,0,0
endpoints found under the setup margin,16,8
setup buffers,1,0
pin swaps,1,0
gates cloned,0,0
gates resized,18,6
Power and IR drop assume default switching activity.
