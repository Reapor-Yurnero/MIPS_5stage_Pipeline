==> flow/design.v <==
module DMEM(R_data, R_addr, W_addr, MemWrite, MemRead, W_data, mem1, mem2, clk);
   parameter addrsize = 7;
   parameter number = 2**(addrsize-2);  
   input [addrsize-1:0] W_addr, R_addr;
   input [31:0]         W_data;
   input                MemWrite, MemRead, clk;
   output [31:0]        R_data, mem1, mem2;
   reg [31:0]           memory [number-1:0];
   assign mem1 = memory[1];
   assign mem2 = memory[2];
   always @(negedge clk) begin  
      if (MemWrite == 1'b1) memory[W_addr[addrsize-1:2]][31:0] = W_data;
		else ;
   end
	assign R_data = memory[R_addr[addrsize-1:2]][31:0];
endmodule  
==> flow/run.sh <==
#!/bin/bash
# OpenROAD 26Q1-2900-gdf79404cd8, Yosys 0.63+post, stock flow scripts
make -C /OpenROAD-flow-scripts/flow DESIGN_CONFIG=/design/flow/config.mk WORK_HOME=/design/flow/orfs finish
==> flow/config.mk <==
export PLATFORM = sky130hd
export DESIGN_NAME = DMEM
export DESIGN_NICKNAME = DMEM
export VERILOG_FILES = /design/flow/design.v
export SDC_FILE = /design/flow/constraint.sdc
export NUM_CORES = 4
export LEC_CHECK = 1
export CORE_UTILIZATION = 40
==> flow/constraint.sdc <==
current_design DMEM

set clk_period 5.6
set clk_io_pct 0.2

create_clock -name clk0 -period $clk_period [get_ports {clk}]

set non_clock_inputs [all_inputs -no_clocks]
set_input_delay [expr $clk_period * $clk_io_pct] -clock clk0 $non_clock_inputs
set_output_delay [expr $clk_period * $clk_io_pct] -clock clk0 [all_outputs]
==> flow_metrics.env <==
# yosys + openroad results
export IMPL_grt_pass1_wl_um=147000
export IMPL_tightest_slew_ns=0.708
export IMPL_start_kind="flop"
export IMPL_edf_count=1024
export IMPL_place_area_mm2=0.0452
export IMPL_startpoint="memory[2][28]"
export IMPL_common_cells="edfxtp_1 (1024), mux2i_1 (512), nand2_1 (98), nand3_1 (98)"
export IMPL_warnings=1035
export IMPL_cts_tree="built"
export IMPL_status="complete, but fails checks"
export IMPL_drive_above_1_share_pct=17.2
export IMPL_grt_remaining_overflow=0
export IMPL_leakage_nw=23.2
export IMPL_top_area_share_pct=77.2
export IMPL_setup_slack_ns=-0.416
export IMPL_ys_cells=2229
export IMPL_antenna_found_initial=2
export IMPL_crit_chain="mux2i_1, a22o_1, nor3_2, buf_4, a31oi_4, nand3_2, buf_2"
export IMPL_clock_sinks=1024
export IMPL_grt_start_max_net_pins=94
export IMPL_synthArstFlopShare_pct=0
export IMPL_met1_length_um=34800
export IMPL_finalSetupTns_ns=-9.99
export IMPL_switchingPower_mw=5.29
export IMPL_criticalPathCategory="flop to output pin"
export IMPL_yosysMostFrequentCell="edfxtp_1"
export IMPL_cp_arrival_ns=4.90
export IMPL_maxUsedRoutingLayer="met5"
export IMPL_swShare_pct=26.7
export IMPL_htreeDepth=3
export IMPL_fp_util_pct=40.4
export IMPL_place_ws_ns=-0.303
export IMPL_hp_class="input port to output pin"
export IMPL_drtIter0Drc=1156
export IMPL_slowest_stage="edfxtp_1"
export IMPL_route_met3_wl_um=14800
export IMPL_power_frac_comb_pct=5.1
export IMPL_syn_area_mm2=0.0399
export IMPL_hpwlAfterDp_um=56200
export IMPL_min_from="R_addr[3]"
export IMPL_ys_flop_type="edfxtp_1"
export IMPL_rsz0062_at_grt="yes"
export IMPL_max_cap_violations=0
export IMPL_num_vias=24700
export IMPL_synth_seq_cells=1024
export IMPL_end_kind="output pin"
export IMPL_clock_root_buffer="clkbuf_16"
export IMPL_slew_limit_headroom_pct=52.8
export IMPL_clock_path_buffers=3
export IMPL_hold_viol_final=0
export IMPL_seqPwrFrac_pct=43.6
export IMPL_dr_wl_met2_um=45700
export IMPL_cts_reportedPaths_clkPinSlew_ns=0.03
export IMPL_drtAntennaViolNets=0
export IMPL_maxSlewViolCount=0
export IMPL_yosysUniqueCellTypes=24
export IMPL_die_h_um=318
export IMPL_grt_pass1_vias=28400
export IMPL_crit_required_ns=4.48
export IMPL_ys_chip_area_mm2=0.0399
export IMPL_row_count=115
export IMPL_synthCells=2229
export IMPL_die_w_um=318
export IMPL_grt_usage_pct=21.1
export IMPL_cts_hold_buffers_added=0
export IMPL_gp_congestion=0.838
export IMPL_synth_area_per_cell_um2=17.9
export IMPL_synth_top_cells_by_area="edfxtp_1 (77%), mux2i_1 (13%), a22oi_1 (1.8%)"
export IMPL_core_mm2=0.0986
export IMPL_setup_viol=33
export IMPL_dr_pass1_iters=5
export IMPL_pwr_share_clk_pct=51.3
export IMPL_area_growth_pct=34.7
export IMPL_yosysWarnings=1
export IMPL_postSynthSeqShare_pct=77.2
export IMPL_power_density_mw_per_mm2=368
export IMPL_drt_vias_per_instance=4.92
export IMPL_antennaDiodeCount=0
export IMPL_slowest_delay_ns=0.37
export IMPL_wl_um=96900
export IMPL_cts_inserted_buffers=107
export IMPL_max_vdd_ir_drop_uv=288
export IMPL_io_pins=145
export IMPL_largest_reg_flops=1024
export IMPL_io_buffer_count=139
export IMPL_final_util_pct=54.5
export IMPL_top_area_cell="edfxtp_1"
export IMPL_internal_power_mw=14.5
export IMPL_design_area_mm2=0.0537
export IMPL_wire_per_inst_um=19.3
export IMPL_violations="setup timing"
export IMPL_dieArea_mm2=0.101
export IMPL_cp_max_fo=2
export IMPL_drc_errors=0
[cells by family (layout without fill, tap and decap cells)]
family,after synthesis,count (layout),share of synthesized area [%]
DFF,1024,1024,77.2
muxes,512,512,12.9
AOI/OAI and AO/OA,288,288,4.92
and+or+nand+nor,277,277,3.15
buffers and inverters,128,1636,1.92
[per-stage QoR]
stage	hold slack (ns)	std cells	total power, mW
finish	3.29	5024	19.8
global route	3.34	5024	21.1
CTS	3.29	5014	20.1
detailed placement	3.67	3778	10.8
global placement	3.66	3778	10.7
floorplan	2.50	2229	10.2
[path summary, 6_finish.rpt]
check / endpoint / slack [ns] / cells past startpoint
max: R_data[28] / -0.42 / 7
min: R_data[15] / 3.29 / 7
[final cells by class]
| cell class | instances | area, µm² |
|---|---|---|
| sequential | 1024 | 30700 |
| tap | 1287 | 1610 |
| fill | 7182 | 44900 |
| timing repair buffer | 422 | 4380 |
| clock buffer | 108 | 2700 |
| multi-input combinational | 1077 | 9400 |
| clock inverter | 1106 | 4840 |
[critical path, delay by kind of cell, from the launching register on]
kind / cells / cell delay [ns]
AND-OR/OR-AND: 2 / 0.39
buffers and inverters: 2 / 0.33
flip-flops: 1 / 0.37
multiplexers: 1 / 0.17
AND/OR/NAND/NOR: 2 / 0.15
[power by group through the flow]
stage	Sequential [mW]	Clock (mW)	Combinational [mW]
after CTS	8.62	10.4	1.02
after global routing	8.60	11.4	1.10
final	8.62	10.1	1.01
[layout by cell type, fill, tap and decap left out, types with 16 or more instances in the layout]
master           Yosys  final
a21oi_1             96     96
a22o_1              64     61
a22oi_1             96     96
a31oi_4              0     19
buf_12               0     77
buf_2               34     22
buf_4               32    225
buf_6               15     25
bufinv_16            0     22
clkbuf_16            0    108
clkdlybuf4s50_1      0     63
clkinvlp_2           0     23
edfxtp_1          1024   1024
inv_1                1   1046
mux2i_1            512    512
nand2_1             98     98
nand3_1             98     67
nand3_4              0     16
nor2_4               0     33
nor3_2               0     17
[what timing repair did]
| item | 4_1_cts | 5_1_grt |
|---|---|---|
| pin swaps | 85 | 32 |
| setup buffers | 40 | 14 |
| gates resized | 279 | 21 |
| setup endpoints to repair | 34 | 41 |
[routing by layer]
| layer | vias to the layer above | track usage, % |
|---|---|---|
| met4 | 6 | 7.42 |
| li1 | 11700 | - |
| met2 | 1288 | 29.5 |
| met3 | 117 | 18.0 |
| met5 | - | 0.520 |
| met1 | 11600 | 23.9 |
No activity file was given, so power comes from the tool's default toggle rates.
